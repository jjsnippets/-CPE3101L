### config.mk
export PLATFORM = sky130hd
export DESIGN_NAME = Clock_Divider
export DESIGN_NICKNAME = Clock_Divider
export VERILOG_FILES = /design/flow/design.v
export SDC_FILE = /design/flow/constraint.sdc
export NUM_CORES = 4
export LEC_CHECK = 1
export CORE_UTILIZATION = 30
### constraint.sdc
current_design Clock_Divider

set clk_period 4.7
set clk_io_pct 0.2

create_clock -name clk0 -period $clk_period [get_ports {Clock_in}]

set non_clock_inputs [all_inputs -no_clocks]
set_input_delay [expr $clk_period * $clk_io_pct] -clock clk0 $non_clock_inputs
set_output_delay [expr $clk_period * $clk_io_pct] -clock clk0 [all_outputs]
### design.v
module Clock_Divider #(parameter oldHz = 50_000_000, newHz = 2) (  
    input wire          Clock_in, nReset, Clk,
    output reg          Clock_out                                       );
    reg [25:0] cntr;         
    wire cmpr;
    assign cmpr = (cntr == (oldHz / (newHz * 2)) - 1);
    always @(posedge Clock_in, negedge nReset)
    begin
        if (!nReset)         
            cntr <= 26'b0;
        else if (cmpr)       
            cntr <= 26'b0;
        else                 
            cntr <= cntr + 1'b1;
    end
    reg divided_clock;
    always @(posedge Clock_in, negedge nReset)
    begin
        if (!nReset)
            divided_clock <= 1'b0;
        else if (cmpr)
            divided_clock <= !divided_clock;
    end
    always @(*)
    begin
        Clock_out = (!Clk) ? Clock_in : divided_clock;
    end
endmodule
### run.sh
#!/bin/bash
# OpenROAD 26Q1-2900-gdf79404cd8, Yosys 0.63+post, stock flow scripts
make -C /OpenROAD-flow-scripts/flow DESIGN_CONFIG=/design/flow/config.mk WORK_HOME=/design/flow/orfs finish
==> summary.txt <==
Notes on the physical design

After synthesis, the chip area reported by Yosys is 1366 µm². Hold-check failures listed in the final report amount to 0. The number of max-cap violations is 0. The first global-routing pass estimated ~4500 µm of wire. The total grt overflow is 0. In this run the tool buffered the top-level ports with 3 buffer cells. The pre-antenna-repair detailed-routing pass consisted of 4 iterations. The initial antenna violation count came to 0. The final power report lists total power as 0.0004429 W. The detailed router finished its first iteration with 14 violations. The switching power share of the total is 18.86%. The total via count in the routed design is 985. The most frequently used library cell after synthesis is dfrtp_1. After synthesis the netlist holds a flip-flop and latch count of 27. The stage-log warning count is 27. After synthesis, the largest area contributor takes up 49.45% of total cell area.

The post-detailed-placement half-perimeter wirelength is 1644 µm. The site row count is 24. Entering global routing, the biggest net connects 28 pins.

The last weighted congestion value of the routability-driven placer is a little under 0.8. The maximum vdd drop is 0.2232 mV. The final cell area excluding filler cells is 1550 µm².

The class of the most critical hold timing path is reg2reg. The cell leakage power is roughly 0.62 nW. For this configuration, the core starts out at a cell density of 31.38%. The final timing report gives a worst setup slack of about 0.53 ns. The minimum setup slack after placement is between 0.7 and 0.8 ns.

The post-route netlist has roughly 14% of its cells at a drive strength greater than 1. The remaining antenna violation count is 0. At the worst endpoint, the arrival time is 3.23 ns. The power report attributes to the combinational group a share of under 10%.

According to the floorplan report, the die height is 69.49 µm. The script computed a power per unit cell area of 285.7 nW/µm². The placed cell area is 1464 µm². The worst setup path is launched from a clock port. For reference, the final report shows the max-slew violation count at 0.

The count of non-filler cells in the finished layout is roughly 190. The cell accounting for the most synthesized area is dfrtp_1. The run finished with clean final reports. The core region area is 4354 µm². The remaining max-slew budget at the tightest pin is 66.58%. For this design, the CTS-stage hold fixing added 0 buffers.

In the routed design, unresolved DRC markers number 0. The total wire length is 2438 µm. Per the run report, area growth between synthesis and finish was 13.46%. Yosys mapped the design onto 31 distinct sky130hd cell types. The TritonCTS clock tree is built. The critical setup path kind is clk2out. The via count of the first global-routing pass is 1012. Looking at the worst setup and hold paths, the clock pins of their registers show a slew of 0.09 ns.

The post-CTS setup-driven buffer insertion count is 0. In this run the mean area of a mapped cell was 10.59 µm². The fraction of registers with async set or reset after synthesis is 100.0%. The number of cells upsized or downsized after cts is 0. For reference, the top cells by area after synthesis are dfrtp_1 49%, xnor2_1 9.0%, xor2_1 3.2%. In the final report, the number of endpoints failing setup comes to 0. The required time reported for the critical path endpoint is roughly 3.8 ns.

The clock network fraction of total power is between 40% and 50%. Setup repair after global routing left no endpoint under its margin. Using the TritonRoute via totals, the vias-per-cell ratio works out to 5.157. The post-detailed-route wirelength per cell is roughly 13 µm. After routing, the total negative slack on setup checks comes to 0 ns. The number of antenna diodes in the final layout is 0. For the pin with the worst max-slew slack, the measured transition is between 0.4 and 0.5 ns. Internal power comes to 0.0003594 W. The setup clock skew after layout is around 0.0034 ns.

According to the floorplan report, the total die area is 4828 µm². The floorplan step set the die width to 69.49 µm. The cell count after synthesis is between 100 and 150. The yosys synthesis warning count is 1. Global routing used 11.38% of the available tracks across all layers. For this design the total switching power over the nets is 0.00008351 W. The type of element capturing the critical path is an output pin. The top-level port count is 4. Sequential cells account for 52.4% of the total power. The cell count listed in synth_stat.txt is between 100 and 150. The worst-path maximum fanout is 2.

The post-synth count of flops with an enable pin is 0. After detailed placement, the design holds a cell count of 184. Fill cells in the final layout number between 400 and 500. The cell area after technology mapping is 1366 µm².

Of the synthesized area, sequential elements account for about half. The most used flip-flop cell is dfrtp_1. After synthesis, the most frequently instantiated cells are 27 x dfrtp_1, 14 x xnor2_1, 11 x nand2_1, 11 x nor2_1. The clock latency of the later-clocked register in the worst-skew pair is 0.37 ns.
logic make-up after synthesis:
family / count (synthesis) / share of synthesized area [%]
AND/OR/NAND/NOR: 62 / 28.94
flip-flops: 27 / 49.45
XOR/XNOR: 19 / 12.18
AND-OR/OR-AND: 12 / 5.404
buffers and inverters: 7 / 2.289
multiplexers: 1 / 0.8241
adder cells (fa/ha/maj): 1 / 0.9156
area by class of cell:
cell class / instances / area (µm²) / share of cell area, %
inverter: 5 / 18.77 / 1.211
sequential: 27 / 675.6 / 43.58
timing repair buffer: 4 / 35.03 / 2.260
clock buffer: 8 / 96.34 / 6.215
multi-input combinational: 95 / 659.4 / 42.53
tap: 52 / 65.06 / 4.197
critical path, cell delays in order:
cell,delay [ns]
clkbuf_8,0.11
clkbuf_8,0.12
mux2_2,0.25
clkdlybuf4s50_1,0.41
per-layer routing:
| metal | vias to the layer above | routed length [µm] | global-route usage [%] |
|---|---|---|---|
| met5 | - | 0 | 0 |
| met4 | 0 | 42 | 3.175 |
| met3 | 5 | 83 | 1.770 |
| met2 | 17 | 1119 | 17.37 |
| met1 | 483 | 1193 | 17.40 |
| li1 | 480 | - | - |
flip-flops by register name, indices dropped and copies added (netlist names):
signal / count
cntr: 26
divided_clock: 1
path summary, 6_finish.rpt:
kind                               startpoint                        end  slack (ns)  depth (start not counted)
min                        cntr[25]$_DFF_PN0_         cntr[25]$_DFF_PN0_        0.47                          1
max                                  Clock_in                  Clock_out        0.53                          4
min reg2reg                cntr[25]$_DFF_PN0_         cntr[25]$_DFF_PN0_        0.47                          1
max reg2reg                 cntr[0]$_DFF_PN0_  divided_clock$_DFFE_PN0N_        2.38                          6
max in group asynchronous              nReset         cntr[22]$_DFF_PN0_        3.49                          2
min in group asynchronous              nReset          cntr[1]$_DFF_PN0_        0.96                          2
power groups by stage:
stage	clock network [W]	logic (W)	registers, W
after CTS	0.000214	0.00000706	0.000232
after global routing	0.000225	0.00000774	0.000232
final	0.000204	0.00000654	0.000232
placed cells by master (no fill, tap or decap), types with 2 or more instances in the layout:
master / n
clkbuf_8: 6
clkdlybuf4s50_1: 3
inv_1: 5
a21oi_2: 2
nand4_1: 6
xor2_1: 5
nand4_2: 2
nor2_1: 11
dfrtp_1: 27
nor3_1: 6
or3_1: 5
or4_4: 3
nand2_1: 11
a21oi_1: 4
o21ai_0: 4
nor4_1: 6
nand3_1: 3
buf_4: 2
xnor2_1: 14
metrics by stage:
step	utilization (%)	hold WS, ns
6_report	35.60	0.4743
5_1_grt	35.60	0.4879
4_1_cts	35.60	0.4839
3_5_place_dp	33.62	0.4668
3_3_place_gp	33.62	0.4603
2_1_floorplan	-	0.4362
Power and IR drop assume default switching activity.
