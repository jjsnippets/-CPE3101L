==> flow/design.v <==
module clkdiv_negedge #(parameter oldHz = 50_000_000, newHz = 1) (
    input wire  clk_in,
    output reg  clk_out );
    reg [25:0] cntr;     
    wire cmpr;
    assign cmpr = (cntr == (oldHz / (newHz * 2)) - 1);
    initial begin
        clk_out = 1'b0;
        cntr = 26'b0;
    end
    always @(negedge clk_in)
        if (cmpr)   cntr <= 26'b0;           
        else        cntr <= cntr + 1'b1;     
    always @(negedge clk_in)
        if (cmpr)   clk_out <= !clk_out;
endmodule
module Race_Lights #(parameter oldHz = 50_000_000, newHz = 1)   (
    input wire          CLOCK, nRESET, START,        
    output reg [2:0]    lights,                      
    output wire [2:0]   cstate, nstate,              
    output wire         new_clk                 );   
    reg [2:0]   CSTATE, NSTATE;
    clkdiv_negedge #(oldHz, newHz)
        clk_div (CLOCK, new_clk);
    localparam A = 3'b000;
    localparam B = 3'b001;
    localparam C = 3'b010;
    localparam D = 3'b011;
    localparam E = 3'b100;
    localparam F = 3'b101;
    localparam G = 3'b110;
    always  @(negedge new_clk, negedge nRESET)
        if (!nRESET)    CSTATE <= A;
        else            CSTATE <= NSTATE;
    always @(*)
        case (CSTATE)
            A:          NSTATE <= (START) ? B : A;
            B:          NSTATE <=           C    ;
            C:          NSTATE <=           D    ;
            D:          NSTATE <=           E    ;
            E:          NSTATE <=           F    ;
            default:    NSTATE <=           A    ;
        endcase
    always @(*)
        case (CSTATE)
            A:          lights <= 3'b100;
            B:          lights <= 3'b100;
            C:          lights <= 3'b010;
            D:          lights <= 3'b001;
            E:          lights <= 3'b001;
            F:          lights <= 3'b001;
            default:    lights <= 3'b100;
        endcase
    assign cstate = CSTATE;
    assign nstate = NSTATE;
endmodule
==> flow/run.sh <==
#!/bin/bash
# OpenROAD 26Q1-2900-gdf79404cd8, Yosys 0.63+post, stock flow scripts
make -C /OpenROAD-flow-scripts/flow DESIGN_CONFIG=/design/flow/config.mk WORK_HOME=/design/flow/orfs finish
==> flow/config.mk <==
export PLATFORM = sky130hd
export DESIGN_NAME = Race_Lights
export DESIGN_NICKNAME = Race_Lights
export VERILOG_FILES = /design/flow/design.v
export SDC_FILE = /design/flow/constraint.sdc
export NUM_CORES = 4
export LEC_CHECK = 1
export CORE_UTILIZATION = 30
==> flow/constraint.sdc <==
current_design Race_Lights

set clk_period 4.6
set clk_io_pct 0.2

create_clock -name clk0 -period $clk_period [get_ports {CLOCK}]

set non_clock_inputs [all_inputs -no_clocks]
set_input_delay [expr $clk_period * $clk_io_pct] -clock clk0 $non_clock_inputs
set_output_delay [expr $clk_period * $clk_io_pct] -clock clk0 [all_outputs]
==> impl_metrics.ini <==
; yosys + openroad results
[critical_path]
r2r-start = clk_div.cntr[0]$_SDFF_NN0_
path_cells = clkdlybuf4s50_1
crit_buf_inv = 1
endpoint_kind = output pin
slowest_stage = clkdlybuf4s50_1
timing.critical_path.slowest_cell_delay_ns = 0.48
crit_start = clk_div.clk_out$_DFFE_NN_
critPathMaxFanout = 5
crit_cells = 1
crit_path_start_kind = register
crit_type = register to output pin
crit_required_ns = 3.68
rrSetupSlack_ns = 2.36
crit_family = buffers and inverters
crit_arrival_ns = 3.50
reg2reg_depth = 5

[power]
leakage_nw = 0.7699
swShare_pct = 28.22
power_switching_w = 0.0001293
power.share.clock_pct = 47.8
seqPwrFrac_pct = 51.7
peakVddDrop_uv = 171.4
pwr-share-comb_pct = 0.5
power-per-cell-area_mw_per_mm2 = 272.1
power_w = 0.0004582
p_int_w = 0.0003289

[synthesis]
ys_types = 33
yosysTopAreaCellShare_pct = 37.89
topCombFamilyByArea = simple AND/OR/NAND/NOR gates
syn_area_mm2 = 0.001374
synth_async_sr_flop_share_pct = 10.00
synth_area_per_cell_um2 = 9.220
yosysTopAreaCell = dfxtp_1
fa_ha_area_share_pct = 0.9107
yosys_cells = 149
top_cells_by_area = dfxtp_1 38%, xnor2_1 7.0%, dfrtn_1 5.5%
synth-simple-area-share_pct = 31.69
yosysChipArea_mm2 = 0.001374
yosysSeqAreaShare_pct = 45.54
ys_sh_mux_pct = 0
ys_warn_count = 2
synthMostInstantiatedCell = dfxtp_1
edf_count = 1
syn_inst = 149
synthXorXnorAreaFrac_pct = 11.48
synthTopCellsByCount = 26 x dfxtp_1, 14 x nor2_1, 11 x xnor2_1, 9 x nand3_1, 9 x o21ai_0
numSynthFlops = 30
aoi_share_pct = 6.922
ys.flop_type = dfxtp_1

[place]
dp_hpwl_um = 1718
io_buffers = 12
gp_congestion = 0.7641

[floorplanning]
fp.dieW_um = 69.67
dieArea_mm2 = 0.004854
io_pins = 13
coreArea_mm2 = 0.004384
floorplan.core_util_pct = 31.34
rows = 24
die_h_um = 69.67

[clock_tree]
cts_setup_buffers = 0
clockBufferDepth = 2
h-tree-depth = 1
clockRootBuffer = clkbuf_8
hold_buffers = 0
clock.latency.late_pin_ns = 0.35
cts_tree = done
cts_made_buffers = 3
postCtsResizedCells = 0
clkTransAtPathRegs_ns = 0.04

[sta]
untimed_endpoints = 11
slew_viol_final = 0
rsz0062_at_grt = false
tightest_slew_ns = 0.4876
setup_violations = 0
skew_ns = 0.01463
finalSetupTns_ns = 0
unclocked_pins = 3
hold_ws_ns = 0.4625
slew_headroom_pct = 67.25
finalHoldViolCount = 0

[hold_path]
hp-start = clk_div.cntr[25]$_SDFF_NN0_
holdPathStages = 1
hold_class = register to register

[global_routing]
grt_usage_pct = 11.40
grt_pass1_vias = 1069
grt_max_degree = 15
grt_first_pass_wirelength_um = 4533
overflow = 0
grt_antenna_before_repair = 0

[route]
antenna_left = 0
routed_via_density = 4.762
dr.pass1.iters = 4
routedWlPerCell_um = 10.46
first_iter_violations = 72
insertedDiodeCount = 0
vias = 1138
drc_errors = 0
finalWirelength_um = 2499

[status]
status = complete, no violations

[run]
maxCapViolCount = 0
warning_count = 52

[cells_and_area]
drive_above_1_share_pct = 5.348
syn_to_final_growth_pct = 22.59
[per-stage QoR]
step           cells  setup slack, ns  cell area (µm²)  utilization [%]
6_report         239           0.1816             1684            38.41
5_1_grt          239           0.1250             1684            38.41
3_3_place_gp     209           0.5353             1541            35.16
4_1_cts          239           0.1641             1684            38.41
3_5_place_dp     209           0.5260             1541            35.16
2_1_floorplan    149            1.006             1374                -
[cell type report]
type	count	area, µm²
Fill cell	439	2700
Multi-Input combinational cell	108	700.7
Sequential cell	30	625.6
Timing Repair Buffer	13	127.6
Clock inverter	28	105.1
Tap cell	52	65.06
Clock buffer	3	41.29
Inverter	5	18.77
[layer usage]
layer	up-vias	part of all wire, %	wire (µm)	GRT usage (%)
met5	-	0	0	0
met3	0	4.6	114	4.130
met4	0	0	0	5.333
li1	605	-	-	-
met2	21	43	1076	15.10
met1	512	52	1307	16.79
[registers in the layout, indices dropped and copies added, names as in the netlist]
register	count
CSTATE	3
clk_div.cntr	26
clk_div.clk_out	1
[final timing paths]
| check | to |
|---|---|
| max | new_clk |
| min | clk_div.cntr[25]$_SDFF_NN0_ |
| max reg2reg | clk_div.clk_out$_DFFE_NN_ |
| min reg2reg | clk_div.cntr[25]$_SDFF_NN0_ |
[kinds of logic after synthesis]
group / Yosys count
AND/OR/NAND/NOR: 71
flip-flops: 30
AND-OR/OR-AND: 18
XOR/XNOR: 18
buffers and inverters: 11
adder cells (fa/ha/maj): 1
[worst register-to-register path: stages (launching register included)]
cell and delay, ns:
dfxtp_1 0.38, ha_1 0.28, nand4_4 0.16, or3_2 0.48, nor4_4 0.38, buf_4 0.26
[layout by cell type, fill, tap and decap left out, types with 5 or more instances in the layout]
master / synthesis / layout
a21oi_1: 7 / 7
clkdlybuf4s50_1: 0 / 12
dfxtp_1: 26 / 26
inv_1: 6 / 33
nand2_1: 8 / 8
nand3_1: 9 / 9
nand4_1: 7 / 7
nor2_1: 14 / 14
nor3_1: 5 / 5
o21ai_0: 9 / 9
or3_1: 6 / 6
or4_1: 6 / 6
xnor2_1: 11 / 11
xor2_1: 7 / 7
[power groups by stage]
stage | sequential, W | combinational, W | clock [W]
CTS | 0.000236 | 0.00000249 | 0.000234
global route | 0.000236 | 0.00000264 | 0.000266
finish | 0.000237 | 0.00000243 | 0.000219
Power figures rest on the tool's default switching activity, not on a simulated workload.
