$ cat config.mk
export PLATFORM = sky130hd
export DESIGN_NAME = Complex_Counter
export DESIGN_NICKNAME = Complex_Counter
export VERILOG_FILES = /design/flow/design.v
export SDC_FILE = /design/flow/constraint.sdc
export NUM_CORES = 4
export LEC_CHECK = 1
export CORE_AREA = 10 10 97 97
export DIE_AREA = 0 0 107 107
$ cat constraint.sdc
current_design Complex_Counter

set clk_period 3.4
set clk_io_pct 0.2

create_clock -name clk0 -period $clk_period [get_ports {CLOCK}]

set non_clock_inputs [all_inputs -no_clocks]
set_input_delay [expr $clk_period * $clk_io_pct] -clock clk0 $non_clock_inputs
set_output_delay [expr $clk_period * $clk_io_pct] -clock clk0 [all_outputs]
$ cat design.v
module Complex_Counter #(parameter oldHz = 50_000_000, newHz = 1)   ( 
    input wire          CLOCK, nRESET, M,
    output wire [2:0]   COUNT, NCOUNT,
    output wire         new_clk                                     );
    reg [2:0]   cstate, nstate;
    clkdiv_negedge #(oldHz, newHz)
        clk_div (CLOCK, new_clk);
    always  @(negedge new_clk)
        if (!nRESET)    cstate <= 3'b000;
        else            cstate <= nstate;
    always @(*)
        case (cstate)
            3'b000:     nstate <=       3'b001         ;
            3'b001:     nstate <= (M) ? 3'b011 : 3'b010;
            3'b010:     nstate <= (M) ? 3'b110 : 3'b011;
            3'b011:     nstate <= (M) ? 3'b010 : 3'b100;
            3'b100:     nstate <= (M) ? 3'b000 : 3'b101;
            3'b101:     nstate <= (M) ? 3'b100 : 3'b110;
            3'b110:     nstate <=       3'b111         ;
            default:    nstate <= (M) ? 3'b101 : 3'b000;
        endcase
    assign COUNT = cstate;
    assign NCOUNT = nstate;
endmodule
module clkdiv_negedge #(parameter oldHz = 50_000_000, newHz = 1) (
    input wire  clk_in,
    output reg  clk_out );
    reg [25:0] cntr;     
    wire cmpr;
    assign cmpr = (cntr == (oldHz / (newHz * 2)) - 1);
    initial begin
        clk_out = 1'b0;
        cntr = 26'b0;
    end
    always @(negedge clk_in)
        if (cmpr)   cntr <= 26'b0;           
        else        cntr <= cntr + 1'b1;     
    always @(negedge clk_in)
        if (cmpr)   clk_out <= !clk_out;
endmodule
$ cat run.sh
#!/bin/bash
# OpenROAD 26Q1-2900-gdf79404cd8, Yosys 0.63+post, stock flow scripts
make -C /OpenROAD-flow-scripts/flow DESIGN_CONFIG=/design/flow/config.mk WORK_HOME=/design/flow/orfs finish
==> out/metrics.yaml <==
fp.dieW_um: 107
grt_pass1_vias: 1162
setup_ws_ps: 120
setup_violations: 0
cap_violations: 0
grt_pass1_wl_um: 5080
die_y_um: 107
status: "finished clean"
root_buffer: "clkbuf_8"
numCtsBuffers: 3
post_drt_wl_per_cell_um: 9.59
synthCells: 156
yosysWarnings: 2
ant_nets: 0
worstSkewPairLatency_ps: 350
critPathKind: "reg2out"
final_cell_mix: "33 x inv_1, 29 x dfxtp_1, 11 x nand2_1, 11 x nand3_1"
swShare_pct: 28.4
drc_errors: 0
synth_area_mm2: 0.00139
ys_types: 36
tightest_slew_ps: 868
n_fill_cell: 801
dr.pass1.iters: 4
slew_violations: 0
dieArea_mm2: 0.0114
totalWireLength_um: 2800
skew_ps: 15.6
cts_tree: "done"
grt_antenna_before_repair: 0
drt_iter0_drc: 90
peakVddDrop_v: 0.000157
track_usage_pct: 5.11
ys_cells: 156
initial_core_util_pct: 19.1
grt_start_max_net_pins: 15
grt_use_met1_pct: 7.06
cp_top_family: "flip-flops"
num_io_pins: 10
postLayoutCoreUtil_pct: 24.0
path_cells: "clkdlybuf4s15_1"
vias: 1217
met2_usage_pct: 6.67
max_stage_delay_ps: 370
power_density_mw_per_mm2: 358
synthArstFlopShare_pct: 0
maxSlewHeadroom_pct: 41.7
unclocked_regs: 3
port_buffers: 9
finalWeightedCongestion: 0.831
slowest_stage: "edfxtp_1"
grt-ovfl-total: 0
ys.flops: 30
cts_buffer_depth: 2
ys_area_mm2: 0.00139
crit_buf_inv: 1
finalHoldViolations: 0
drive_gt1_share_pct: 6.22
critPathArrivalTime_ps: 2600
setup_tns_ps: 0
cp-end-kind: "output pin"
crit_fanout: 2
warnings: 52
critPathLaunchType: "register"
gr-usage-met3_pct: 2.49
p_seq_share_pct: 51.2
power.net_switching_uw: 178
largest_area_cell: "dfxtp_1"
gr-max-usage-layer: "met1"
untimed_endpoints: 6
power.share.clock_pct: 47.6
area_growth_pct: 25.5
htreeDepth: 1
leakage_uw: 0.000739
core-area_mm2: 0.00729
crit_required_ps: 2720
ys.flop_type: "dfxtp_1"
hp-class: "reg2reg"
top_cell_area_share_pct: 41.7
mostFrequentLayoutCell: "inv_1"
p_comb_share_pct: 1.2
antenna-diode-count: 0
edf_count: 1
dp_hpwl_um: 1980
area_leaders: "dfxtp_1 42%, xnor2_1 5.7%, nand4_1 4.0%"
rsz0062_at_grt: "no"
row_count: 31
syn_area_per_cell_um2: 8.92
p_int_uw: 448
yosysSeqAreaShare_pct: 43.9
cts_hold_buf: 0
cts.clk_slew.worst_paths_ps: 40
via_per_inst: 4.17
place_ws_ps: 222
r2r_slack_ps: 1120
==> repair_timing <==
action	4_1_cts	5_1_grt
endpoints found under the setup margin	1	1
cloned	0	0
resized	1	1
setup buffers	1	0
==> per-layer routing <==
metal | vias to the layer above | part of all wire [%]
met5 | - | 0
met4 | 0 | 0
met3 | 0 | 7.6
met2 | 28 | 42
met1 | 547 | 50
li1 | 642 | -
==> kinds of logic (layout without fill, tap and decap cells) <==
kind of cell / count (synthesis) / after routing / share of synthesized area (%)
compound gates: 24 / 24 / 10.6
xor+xnor: 15 / 15 / 9.44
fa+ha+maj: 1 / 1 / 0.899
buf+inv: 11 / 48 / 3.33
flops: 30 / 30 / 43.9
mux: 2 / 2 / 1.62
simple gates: 73 / 73 / 30.2
==> cells in the mapped netlist, types with 2 or more instances <==
cell type and n:
mux2_2 2, inv_1 6, o21ai_0 4, dfxtp_1 29
nand3_1 11, and4_1 2, xnor2_1 9, and2_1 5
xor2_1 6, nand4_1 9, nor4_1 3, nor2_1 10
a31o_2 2, nand2_1 11, o31ai_1 5, or4_1 7
buf_2 3, nand2b_1 2, a21oi_1 10, and3_1 4
==> per-stage QoR <==
step	hold WS [ps]	instances	area [um^2]	total power, uW
floorplan	429	156	1390	378
global placement	457	261	1600	383
detailed placement	463	261	1600	383
CTS	464	292	1750	646
global route	470	292	1750	686
finish	460	292	1750	625
==> power by group through the flow <==
stage / combinational [uW] / clock, uW / sequential (uW)
CTS: 7.46 / 319 / 320
global route: 8.14 / 359 / 319
finish: 7.39 / 297 / 320
==> path summary, 6_finish.rpt <==
kind                            cells past startpoint                     endpoint                   startpoint
worst max-delay path                                1                      new_clk    clk_div.clk_out$_DFFE_NN_
worst min register to register                      1  clk_div.cntr[25]$_SDFF_NN0_  clk_div.cntr[25]$_SDFF_NN0_
worst max register to register                      5  clk_div.cntr[12]$_SDFF_NN0_  clk_div.cntr[21]$_SDFF_NN0_
worst min-delay path                                1  clk_div.cntr[25]$_SDFF_NN0_  clk_div.cntr[25]$_SDFF_NN0_
==> registers in the layout, indices dropped and copies added (netlist names) <==
| signal | cells |
|---|---|
| clk_div.clk_out | 1 |
| clk_div.cntr | 26 |
| cstate | 3 |
==> cell type report <==
class	count	area, um^2	share of cell area, %
Clock buffer	3	41.3	2.36
Tap cell	99	124	7.09
Multi-Input combinational cell	115	734	42.0
Timing Repair Buffer	12	113	6.45
Sequential cell	30	611	35.0
Inverter	5	18.8	1.07
Clock inverter	28	105	6.02
Power and IR drop assume default switching activity.
